--- ./run.sh ---
#!/bin/bash
# OpenROAD 26Q1-2900-gdf79404cd8, Yosys 0.63+post, stock flow scripts
make -C /OpenROAD-flow-scripts/flow DESIGN_CONFIG=/design/flow/config.mk WORK_HOME=/design/flow/orfs finish
--- ./config.mk ---
export PLATFORM = sky130hd
export DESIGN_NAME = Multiply
export DESIGN_NICKNAME = Multiply
export VERILOG_FILES = /design/flow/design.v
export SDC_FILE = /design/flow/constraint.sdc
export NUM_CORES = 4
export LEC_CHECK = 1
export CORE_UTILIZATION = 50
--- ./constraint.sdc ---
current_design Multiply

set clk_period 15.9
set clk_io_pct 0.2

create_clock -name clk0 -period $clk_period

set non_clock_inputs [all_inputs -no_clocks]
set_input_delay [expr $clk_period * $clk_io_pct] -clock clk0 $non_clock_inputs
set_output_delay [expr $clk_period * $clk_io_pct] -clock clk0 [all_outputs]
--- ./design.v ---
`timescale 1ns/1ns
module Multiply(input minus1_en , x_en , i_en , iplus_en , input signed [16:0] term_out , input signed [16:0] x_out , input [7:0] rom_out_i , input [7:0] rom_out_iplus , output signed [16:0] mult_out);
  assign mult_out = minus1_en ? (-1 * term_out) :
                    x_en ? (x_out * term_out) :
                    i_en ? (rom_out_i * term_out) :
                    iplus_en ? (rom_out_iplus * term_out) : term_out;
endmodule
==> qor.yml <==
worst_setup_path:
  cp-start-kind: "input port"
  slowest_delay_ns: 0.72
  path_max_fanout: 35
  cp-end-kind: "output pin"
  crit_arrival_ns: 9.47
  path_cells: "clkdlybuf4s50_1, buf_4, fa_1, inv_1, fa_1, inv_1, fa_1, inv_1, fa_1, inv_1, fa_1, inv_1, fa_1, inv_1, ha_1, nand3_1, a211oi_1, o31ai_1, xnor2_1, o22ai_1, a31o_2, clkdlybuf4s50_1"
  slowest_stage: "fa_1"
  worstPathRequired_ns: 12.72
  crit_type: "in -> out"
floorplanning:
  die.size.y_um: 166
  initCoreUtil: 0.514
  rows: 59
  ios: 71
  design.core.area_um2: 26200
  die_w_um: 166
  chipArea_um2: 27600
timing:
  finalCriticalPeriod_ns: 12.65
  rsz0062_at_grt: "false"
  fmax_mhz: 79.1
  final.setup.tns_ns: 0
  slew_headroom: 0.482
  slew_viol_final: 0
  tightestPinTransition_ns: 0.775
  hold_violations: 0
  setup_viol: 0
  fin_crit_sh: 0.795
run:
  drv_cap: 0
  warnings: 33
global_route:
  grt_pass1_vias: 10300
  grt_overflow: 0
  antenna_found_initial: 0
  grt_usage: 0.271
  grt_max_degree: 36
  grt_pass1_wl_um: 55000
final_layout:
  n_fill_cell: 2455
  syn_to_final_growth_pct: 7.59
  nFlopsAndLatches: 0
  clkbuf_count: 0
  seq_area_um2: 0
  stdcell_count: 1969
  drive_gt1_frac: 0.0178
worst_hold_path:
  holdPathStages: 5
  hp-start: "x_en"
  hold_end: "mult_out[11]"
  holdCritPathClass: "in -> out"
power_and_ir_drop:
  switching_power_mw: 1.56
  p_int_mw: 1.44
  power_density_nw_per_um2: 207
  ir_drop_uv: 229
  leakage_nw: 7.28
  switching_share: 0.520
routing:
  firstDrtPassIters: 16
  route.detailed.wl_per_inst_um: 16.8
  wl_um: 33100
  drc_errors: 0
  drt_iter0_drc: 381
  via_per_inst: 5.08
  antenna_left: 0
  num_vias: 10000
yosys:
  synth_area_leader_cell: "fa_1"
  ys_chip_area_um2: 13500
  synth_cells: 1609
  synth_area_per_cell_um2: 8.37
  synth.most_common_cell: "inv_1"
  ys_cells: 1609
  yosysWarnings: 0
  ys_seq_share: 0
  synthTopCellsByCount: "373 x inv_1, 273 x fa_1, 213 x and2_1"
  synthesis.area_um2: 13500
  synth.distinct_cells: 54
  top_cell_area_share: 0.406
  topCellsByArea: "fa_1 41%, ha_1 14%, inv_1 10%"
outcome:
  outcome: "completed"
placed_design:
  gp_congestion: 0.888
  port_buffers: 71
  dp.cells: 1968
  hpwl_um: 25400
cts:
  cts_hold_buf: 0
  cts_setup_buffers: 0
  ctsResizeCount: 0
-- metal layers --
metal | part of all wire | track usage | up-vias
met1 | 0.44 | 0.421 | 4833
met3 | 0.070 | 0.0658 | 20
met4 | 0.011 | 0.0252 | 0
li1 | - | - | 4878
met2 | 0.48 | 0.424 | 276
met5 | 0 | 0.00348 | -
-- power by group through the flow --
stage / clock (mW) / combinational, mW / sequential, mW
5_1_grt: 0 / 3.41 / 0
4_1_cts: 0 / 3.03 / 0
-- through the flow --
step | util | hold slack, ns | instance area [µm²] | power [mW] | worst slack (ns)
2_1_floorplan | - | 6.49 | 13500 | 2.16 | 4.53
3_3_place_gp | 0.553 | 7.63 | 14500 | 3.01 | 3.31
3_5_place_dp | 0.553 | 7.62 | 14500 | 2.99 | 3.28
4_1_cts | 0.553 | 7.62 | 14500 | 3.03 | 3.26
5_1_grt | 0.553 | 7.67 | 14500 | 3.41 | 2.86
6_report | 0.553 | 7.61 | 14500 | 3.00 | 3.25
-- logic make-up after synthesis --
family	count (synthesis)	synth area share
AOI/OAI and AO/OA	147	0.0698
and+or+nand+nor	489	0.186
xor gates and xnor gates	99	0.0685
adders and majority gates	422	0.544
buffers and inverters	442	0.124
muxes	10	0.00743
-- final cells by class --
class | instances | area (µm²) | share of cell area
multi-input cells | 1167 | 11800 | 0.814
diodes | 1 | 2.50 | 0.000173
well taps | 335 | 419 | 0.0289
inverters | 373 | 1400 | 0.0966
repair buffers | 93 | 876 | 0.0604
-- how the worst max path moves through the flow --
stage / start / endpoint / slack (ns)
after CTS: term_out[2] / mult_out[15] / 3.26
after global routing: term_out[2] / mult_out[15] / 2.86
final: term_out[2] / mult_out[15] / 3.25
-- placed cells by master (no fill, tap or decap), types with 7 or more instances in the layout --
cell and count:
o21ai_0 32, and2_1 213, xor2_1 21, fa_1 273
nor2b_1 7, ha_1 149, nor2_1 25, o21a_1 8
clkdlybuf4s50_1 71, a211oi_1 11, nand2b_1 8, buf_4 22
mux2i_1 10, xnor2_1 74, inv_1 373, or3_1 9
nand2_1 187, a21oi_1 42, nand3_1 13, nor3_1 17
-- critical path, delay by kind of cell --
family | cells | cell delay, ns
adder cells (fa/ha/maj) | 7 | 3.70
buffers and inverters | 9 | 1.51
AND-OR/OR-AND | 4 | 0.76
XOR/XNOR | 1 | 0.22
AND/OR/NAND/NOR | 1 | 0.09
Power and IR drop assume default switching activity.
