### ./run.sh
#!/bin/bash
# OpenROAD 26Q1-2900-gdf79404cd8, Yosys 0.63+post, stock flow scripts
make -C /OpenROAD-flow-scripts/flow DESIGN_CONFIG=/design/flow/config.mk WORK_HOME=/design/flow/orfs finish
### ./config.mk
export PLATFORM = sky130hd
export DESIGN_NAME = controller
export DESIGN_NICKNAME = controller
export VERILOG_FILES = /design/flow/design.v
export SDC_FILE = /design/flow/constraint.sdc
export NUM_CORES = 4
export LEC_CHECK = 1
export CORE_AREA = 10 10 70 70
export DIE_AREA = 0 0 80 80
### ./constraint.sdc
current_design controller

set clk_period 1.9
set clk_io_pct 0.2

create_clock -name clk0 -period $clk_period [get_ports {clk}]

set non_clock_inputs [all_inputs -no_clocks]
set_input_delay [expr $clk_period * $clk_io_pct] -clock clk0 $non_clock_inputs
set_output_delay [expr $clk_period * $clk_io_pct] -clock clk0 [all_outputs]
### ./design.v
module controller (input clk, input I, output logic O, output logic smbs_enable, output logic port_enable);
  logic [3:0]ns;
  reg counter;
  always@(negedge clk) begin
    case (ns)
      default:
        begin
          ns = 2'b0;
          smbs_enable = 0;
          port_enable = 0;
        end
      2'b00: begin
        if(I)
          ns <= 2'b00;
        else
          ns <= 2'b01;
      end
      2'b01: begin
          port_enable = 1;
          counter = counter + 1;
          if(counter == 6) begin
            ns = 2'b10;
            counter = 0;
          end
      end      
      2'b10: begin
          port_enable = 0;
          smbs_enable = 1;
          counter = counter + 1;
          if(counter == 5) begin
            ns = 2'b11;
            counter = 0;
          end
      end
      2'b11: begin
          port_enable = 0;
          smbs_enable = 0;
          if(I)
            ns = 2'b00;
          else
            ns = 2'b10;
      end   
    endcase
      O <= I;
  end
endmodule
==> flow_summary.ini <==
; implementation run metrics
[drt]
vias = 153
viasPerCell = 2.01
drc = 0
drt_wl_total_um = 400
firstDrtPassIters = 2
wl_per_cell_um = 5.26
ant_nets = 0
n_antenna_cell = 0
drtIter0Drc = 4

[cts]
cts-root-buf = clkbuf_4
cts_tree = built
numClockSinks = 5
numCtsBuffers = 3
path_clk_slew_ps = 30
clock_latency_ps = 300
cts_hold_buf = 0
cts_max_path_buffers = 2
ctsHtreeMaxLevel = 1

[yosys]
ys_cells = 18
syn_area_per_cell_sq_um = 13.6
ys.flops = 5
ys_seq_share_pct = 57.4
synth_area_sq_um = 244
yosys_area_sq_um = 244
syn_inst = 18
synth_warnings = 1
synthDistinctLibCells = 7

[layout]
drive_gt1_share_pct = 26.7
fillers = 406
area_growth_syn_to_layout_pct = 51.3
finalInstanceArea_sq_um = 369

[place]
place_ws_ps = -262
dp_hpwl_um = 305
portBuffers = 4
place.gp.congestion = 0.646
dpl-instance-area_sq_um = 342

[die]
die_y_um = 80
core-area_sq_mm = 0.00342
chip_area_sq_mm = 0.00640
row_count = 21
initCoreUtil_pct = 7.14
io_pins = 5
dieWidth_um = 80

[worst_setup_path]
rr_startpoint = ns[0]
end_kind = primary output
cp_data_required_time_ps = 1520
cp-start-kind = flop
path_buffers = 1
critPathTopFamily = flip-flops
r2r_slack_ps = 720
critPathMaxStageDelay_ps = 350
crit_path_cell_trace = buf_2
crit_arrival_ps = 1710
r2r_cells = 3
r2r-end = ns[0]
path_max_fanout = 1
cp_slowest_cell = edfxtp_1
crit_type = flop to primary output

[power]
finalPower_mw = 0.510
power_density_mw_per_mm2 = 1380
p_leak_nw = 0.174
ir_drop_mv = 0.544

[final_timing]
worst_slack_ps = -190
clock_skew_ps = 7.59
hold_viol = 0
worst_pin_slew_ps = 121
setup_viol = 3
holdWs_ps = 626
rsz0062_at_grt = yes
drv_slew = 0
slew_headroom_pct = 91.9
fin_tns_setup_ps = -508

[hold_path]
hp-class = flop to flop
worstHoldStart = ns[1]
hold_end = smbs_enable
whs_path_depth = 1

[global_routing]
grt_pass1_wl_um = 593
grt_use_total_pct = 1.28
grt_pass1_vias = 169
grt_overflow = 0
antenna_found_initial = 0
grt_max_degree = 4

[flow_run]
max_cap_viol_count = 0
warning_count = 36

[status]
violations = setup timing
status = complete, but fails checks
==> synthesized netlist by cell type (all sizes together) <==
| library cell | count | area (sq um) |
|---|---|---|
| nor2b | 1 | 6.26 |
| edfxtp | 4 | 120 |
| nor3b | 1 | 12.5 |
| nor2 | 1 | 3.75 |
| ha | 5 | 62.6 |
| dfxtp | 1 | 20.0 |
| inv | 5 | 18.8 |
==> power breakdown <==
group | total (mW) | internal, mW | switching, mW
logic | 0.143 | 0.0634 | 0.0800
registers | 0.210 | 0.189 | 0.0212
clock network | 0.157 | 0.0884 | 0.0681
==> repair_timing <==
item | CTS | global route
buffers inserted | 0 | 0
setup endpoints to repair | 3 | 3
gates resized | 10 | 0
==> worst max-delay path by stage <==
stage / endpoint / slack, ps / start / cells past startpoint
CTS: smbs_enable / -220 / smbs_enable / 1
global route: smbs_enable / -250 / smbs_enable / 1
finish: smbs_enable / -190 / smbs_enable / 1
==> cells by family after synthesis <==
family | share of synthesized area (%)
buffers and inverters | 7.69
AND/OR/NAND/NOR | 9.23
adder cells (fa/ha/maj) | 25.6
flip-flops | 57.4
==> stage by stage <==
step / std cells / utilization [%]
3_5_place_dp: 68 / 10.0
4_1_cts: 76 / 10.8
5_1_grt: 76 / 10.8
3_3_place_gp: 68 / 10.0
6_report: 76 / 10.8
2_1_floorplan: 18 / -
==> layout make-up <==
type,instances,area [sq um],share of cell area [%]
flip-flops and latches,5,141,38.3
well taps,46,57.6,15.6
clock buffers,3,22.5,6.10
repair buffers,4,25.0,6.78
inverters,4,15.0,4.07
multi-input cells,8,85.1,23.1
clock inverters,6,22.5,6.10
==> metal layers <==
| layer | track usage, % | share of wire, % | vias to the layer above |
|---|---|---|---|
| met2 | 1.28 | 29 | 5 |
| met3 | 1.82 | 8.5 | 0 |
| met4 | 0.528 | 0 | 0 |
| met1 | 1.35 | 63 | 65 |
| li1 | - | - | 83 |
| met5 | 0 | 0 | - |
==> placed cells by master (no fill, tap or decap) <==
cell type        count
edfxtp_1             4
nor2_1               1
clkbuf_4             3
dfxtp_2              1
buf_2                3
nor3b_2              1
clkdlybuf4s50_1      1
inv_1               10
nor2b_1              1
ha_1                 5
==> registers in the layout, indices dropped and copies added (netlist names) <==
name         flops
O                1
ns               2
smbs_enable      1
port_enable      1
Power is estimated from default activity; no workload was simulated.
