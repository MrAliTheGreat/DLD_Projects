[/design/flow/run.sh]
#!/bin/bash
# OpenROAD 26Q1-2900-gdf79404cd8, Yosys 0.63+post, stock flow scripts
make -C /OpenROAD-flow-scripts/flow DESIGN_CONFIG=/design/flow/config.mk WORK_HOME=/design/flow/orfs finish
[/design/flow/config.mk]
export PLATFORM = sky130hd
export DESIGN_NAME = Register_init
export DESIGN_NICKNAME = Register_init
export VERILOG_FILES = /design/flow/design.v
export SDC_FILE = /design/flow/constraint.sdc
export NUM_CORES = 4
export LEC_CHECK = 1
export CORE_AREA = 10 10 79 79
export DIE_AREA = 0 0 89 89
[/design/flow/constraint.sdc]
current_design Register_init

set clk_period 1.0
set clk_io_pct 0.2

create_clock -name clk0 -period $clk_period [get_ports {clk}]

set non_clock_inputs [all_inputs -no_clocks]
set_input_delay [expr $clk_period * $clk_io_pct] -clock clk0 $non_clock_inputs
set_output_delay [expr $clk_period * $clk_io_pct] -clock clk0 [all_outputs]
[/design/flow/design.v]
`timescale 1ns/1ns
module Register_init(input signed [16:0] serIn , input [16:0] init_value , input en, input clk, input rst , input init , output reg signed [16:0] Q);
  always @ (posedge clk, posedge rst) begin
    if(rst) Q <= 17'b0;
    else if(en) Q <= serIn;
    else if(init) Q <= init_value;
  end
endmodule
==> reports/qor.yml <==
slew_headroom_pct: 88.9
dieHeight_um: 89
final_util_pct: 30.4
clock.latency.late_pin_ps: 240
dp_hpwl_mm: 2.09
cp-start-kind: "flop"
syn_to_final_growth_pct: 78.0
fp.dieArea_um2: 7920
fin_crit_ps: 947
worstMarginPinSlew_ps: 163
pwr-share-comb_pct: 23.8
setup_violations: 0
clk_pin_slew_ps: 60
fillCellCount: 480
path_cells: "buf_2"
portBuffers: 54
top_register: "Q"
yosysWarnings: 1
drc: 0
warnings: 25
lay_top_count: "clkdlybuf4s50_1"
critPathRequiredTime_ps: 800
crit_slowest_cell: "dfrtp_1"
avgViaCountPerCell: 3.94
cts.sinks: 17
post-route-period-util_pct: 94.7
num_io_pins: 55
finalHoldViolations: 0
max_stage_delay_ps: 380
insertedDiodeCount: 0
stdcell_area_um2: 1420
grt_setup_unrepaired: "no"
final_cell_mix: "clkdlybuf4s50_1, dfrtp_1, mux2i_1, nand2_1, buf_2"
core-area_um2: 4660
final_max_slew_viol_count: 0
synth.cell_area_um2: 797
dr.pass1.iters: 3
peakVddDrop_uv: 396
path_delay_family: "flip-flops"
ys_cells: 74
wl_mm: 2.64
wl_per_cell_um: 13.9
grt_first_pass_wirelength_mm: 4.12
fin_tns_setup_ps: 0
vias: 749
place_area_um2: 1420
arrival_ps: 750
critPathMaxFanout: 2
clockPowerShare_pct: 29.7
dp_slack_ps: -339
avgSynthCellArea_um2: 10.8
ant_nets: 0
num_rows: 25
p_int_w: 0.00130
area.sequential_um2: 425
cts_tree: "built"
hold_slack_ps: 259
hold_path.class: "in -> async"
ys_ff: 17
grt_max_degree: 35
leakagePower_nw: 0.667
largest_reg_flops: 17
criticalPathCategory: "reg -> out"
swShare_pct: 22.6
synthCells: 74
worst_slack_ps: 53.4
clockBufferDepth: 2
initCoreUtil_pct: 17.1
hold_buffers: 0
gp_congestion: 0.724
drt_iter0_drc: 4
synth_cell_types: 11
p_switching_w: 0.000380
finalClockSkew_ps: 0
htree_levels: 1
cts_made_buffers: 3
fmax_ghz: 1.06
crit_path_end_kind: "output pin"
reg.largest.list: "Q x17"
die_w_um: 89
gr-usage-all-layers_pct: 6.62
layout-drive-gt1-share_pct: 22.1
clock_tree.root_cell: "clkbuf_8"
ys_chip_area_um2: 797
gr-total-overflow: 0
status: "completed"
crit_buf_inv: 1
maxCapViolCount: 0
antenna_found_initial: 0
power_density_nw_per_um2: 1180
combGateArea_um2: 323
postSynthSeqShare_pct: 53.4
grt_pass1_vias: 843
seqPwrFrac_pct: 46.5
[cell usage after synthesis]
cell / count / area share [%]
buf_2: 2 / 1.3
clkbuf_1: 1 / 0.47
o21ai_1: 9 / 5.7
buf_12: 1 / 2.5
mux2i_1: 17 / 21
nand2_1: 17 / 8.0
dfrtp_1: 17 / 53
buf_6: 1 / 1.4
inv_1: 1 / 0.47
o21ai_2: 1 / 1.1
o21ai_0: 7 / 4.4
[cell type report]
cell class              count  area share, %
repair buffers             63           39.1
flip-flops and latches     17           30.0
multi-input cells          51           22.8
clock buffers               4           3.17
well taps                  54           4.76
inverters                   1          0.265
[timing repair]
| action | 4_1_cts | 5_1_grt |
|---|---|---|
| setup endpoints to repair | 34 | 0 |
| setup buffers | 3 | 0 |
| gates resized | 55 | 0 |
[stage by stage]
stage / total power [W] / std cells
after floorplan: 0.000916 / 74
after global placement: 0.00124 / 182
after detailed placement: 0.00124 / 182
after CTS: 0.00171 / 190
after global routing: 0.00178 / 190
final: 0.00168 / 190
[layer usage]
layer	track usage [%]	vias to the layer above	share of wire [%]	routed length, µm
met2	10.9	28	47	1250
met1	7.63	343	38	1000
li1	-	376	-	-
met4	0.867	0	0.30	8
met5	0	-	0	0
met3	3.58	2	15	383
[path summary, 6_finish.rpt]
kind,startpoint,to,slack (ps),depth (start not counted)
min,rst,Q[0]$_DFFE_PP0P_,260,3
max,Q[2]$_DFFE_PP0P_,Q[2],50,1
min reg2reg,Q[6]$_DFFE_PP0P_,Q[6]$_DFFE_PP0P_,550,2
max in group asynchronous,rst,Q[4]$_DFFE_PP0P_,620,3
max reg2reg,Q[9]$_DFFE_PP0P_,Q[9]$_DFFE_PP0P_,160,3
min in group clk0,serIn[13],Q[13]$_DFFE_PP0P_,500,3
[power by group through the flow]
stage | Combinational (W) | Sequential, W | Clock, W
4_1_cts | 0.000411 | 0.000782 | 0.000515
5_1_grt | 0.000446 | 0.000791 | 0.000547
6_report | 0.000400 | 0.000782 | 0.000499
[logic make-up after synthesis]
logic type	Yosys count	share of synthesized area (%)
and+or+nand+nor	17	8.01
buffers and inverters	6	6.12
muxes	17	21.3
DFF	17	53.4
AOI/OAI and AO/OA	17	11.1
No activity file was given, so power comes from the tool's default toggle rates.
